## design.v

```verilog
`timescale 1ns / 1ps
module hamming_decoder(
    input [12:0] hamming_bits,    
    output [7:0] data_out,  
    output error,        
    output undefined_data
    );
    wire overall_parity_error;
    wire [7:0] intermediate_wire;
    assign overall_parity_error=hamming_bits[12]^(^hamming_bits[11:0]);  
    wire s1, s2, s4, s8;
    assign s1 = hamming_bits[0] ^ hamming_bits[2] ^ hamming_bits[4] ^ hamming_bits[6] ^ hamming_bits[8] ^ hamming_bits[10] ;      
    assign s2 = hamming_bits[1] ^ hamming_bits[2] ^ hamming_bits[5] ^ hamming_bits[6] ^ hamming_bits[9] ^ hamming_bits[10];      
    assign s4 = hamming_bits[3] ^ hamming_bits[4] ^ hamming_bits[5] ^ hamming_bits[6] ^ hamming_bits[11];      
    assign s8 = hamming_bits[7] ^ hamming_bits[8] ^ hamming_bits[9] ^ hamming_bits[10] ^ hamming_bits[11];   
    wire [3:0] error_pos;
    assign error_pos = {s8,s4,s2,s1};   
    wire no_error;
    wire single_bit_error;
    wire p0_error;
    wire double_bit_error;
    assign no_error         = (overall_parity_error == 0 && error_pos == 0);
    assign single_bit_error = (overall_parity_error == 1 && error_pos != 0);
    assign p0_error         = (overall_parity_error == 1 && error_pos == 0);
    assign double_bit_error = (overall_parity_error == 0 && error_pos != 0);
    assign error = single_bit_error | p0_error | double_bit_error;
    reg [12:0] corrected_code;   
        always @(*) begin
            corrected_code = hamming_bits;
                if (single_bit_error) begin
                    corrected_code[error_pos-1] = ~corrected_code[error_pos-1];
                end            
        end
    assign intermediate_wire = {corrected_code[11],corrected_code[10],corrected_code[9],corrected_code[8],corrected_code[6],corrected_code[5],corrected_code[4],corrected_code[2]};
    assign data_out=intermediate_wire;
    assign undefined_data=double_bit_error;
endmodule
```

## run.sh

```bash
#!/bin/bash
# OpenROAD 26Q1-2900-gdf79404cd8, Yosys 0.63+post, stock flow scripts
make -C /OpenROAD-flow-scripts/flow DESIGN_CONFIG=/design/flow/config.mk WORK_HOME=/design/flow/orfs finish
```

## config.mk

```make
export PLATFORM = sky130hd
export DESIGN_NAME = hamming_decoder
export DESIGN_NICKNAME = hamming_decoder
export VERILOG_FILES = /design/flow/design.v
export SDC_FILE = /design/flow/constraint.sdc
export NUM_CORES = 4
export LEC_CHECK = 1
export CORE_AREA = 10 10 80 80
export DIE_AREA = 0 0 90 90
```

## constraint.sdc

```tcl
current_design hamming_decoder

set clk_period 4.1
set clk_io_pct 0.2

create_clock -name clk0 -period $clk_period

set non_clock_inputs [all_inputs -no_clocks]
set_input_delay [expr $clk_period * $clk_io_pct] -clock clk0 $non_clock_inputs
set_output_delay [expr $clk_period * $clk_io_pct] -clock clk0 [all_outputs]
```

==> reports/qor.csv <==
metric;value;unit
initial antenna violation count;0;
IO buf count;23;
Clk pwr share;0;%
Avg Inst Size Synth;8.173;um2
Die X-Extent;90;um
Placer Congestion;0.8862;
tool warnings;37;
core area;4723;um2
Yosys top cell by area;ha_1;
IO Count;23;
Post-synth top cells;nand2_1 (15), xnor2_1 (12), ha_1 (10), nor2_1 (10), o21ai_0 (8);
post-route antenna net violation count;0;
Die Size;8100;um2
hold_ws;2.045;ns
Max Freq;202.6;MHz
Fin. Hold Viols;0;
Slew Limit Fails;0;
core utilization at floorplan;26.99;%
Yosys Warn Count;1;
sequential fraction of design power;0;%
Min Clock Period, post-route;4.935;ns
Worst Setup Path Type;input port to output port;
DR vias;1475;
largest net degree at the start of global routing;16;
DP HPWL;3.487;mm
Unique cell types;58;
final wirelength;4.687;mm
fillers;412;
number of core rows;25;
VDD IR max;359.3;uV
data arrival time of the critical path;4.12;ns
Setup crit start kind;input port;
via-per-instance ratio;4.852;
Core Util, Final;52.00;%
PwrDens;534.8;nW/um2
Hold Crit Class;input port to output port;
Required @ worst endpoint;3.28;ns
Final WS setup;-0.8354;ns
sink of the worst hold path;data_out[5];
First-pass DRT Iterations;4;
Synth Instances;156;
Storage cell area;0;um2
die height;90;um
Psw;0.6322;mW
Post-route DRC;0;
yosys cell count;156;
max-cap viol count;0;
Yosys chip area;1275;um2
failing checks;negative setup slack;
status;finished, violations left;
Placement Setup Slack;-1.806;ns
CP startpoint;hamming_bits[5];
vias in the first global route;1480;
Cell Int Power;0.6812;mW
GRT Total Usage;10.85;%
# hold bufs at CTS;0;
Area Overhead vs Synth;92.64;%
hold path startpoint;hamming_bits[9];
largest fanout on the critical path;4;
cell area after layout;2456;um2
wire per inst;15.42;um
crit end category;output port;
post-route clock period utilization;120.4;%
layout cell share with drive strength beyond 1;63.29;%
count leader, synth;nand2_1;
cell leakage power;1.089;nW
max_slew headroom;75.10;%
post-synthesis sequential area ratio;0;%
Dominant cell area share;9.814;%
Synth area leaders;ha_1 (9.8%), xnor2_1 (8.2%), xnor2_2 (5.1%);
remaining global-route overflow;0;
Ant. Diodes;0;
dpl cell area;2069;um2
unrepaired setup endpoints after global routing;true;
clock buffers;0;
Switching Fraction;48.13;%
drt initial violations;105;
first-pass GRT wire length;7.548;mm
Hold Path Depth;5;
FFs & Latches;0;
combinational fraction of design power;100.0;%
Post-Syn Area;1275;um2
actual transition at the worst max-transition pin;0.3709;ns
number of setup violations in the final report;8;
==> cells in the final DEF (no fill, tap or decap), types with 3 or more instances in the layout <==
| master | n |
|---|---|
| nor3_4 | 3 |
| buf_2 | 12 |
| dlygate4sd2_1 | 4 |
| buf_6 | 12 |
| xnor2_1 | 10 |
| inv_1 | 5 |
| buf_4 | 56 |
| ha_4 | 9 |
| o21ai_0 | 6 |
| nand2_1 | 12 |
| or4b_4 | 3 |
| a21oi_1 | 3 |
| nand3_1 | 4 |
| mux2_4 | 3 |
| mux2i_1 | 5 |
| nor2_1 | 9 |
| nor2b_1 | 4 |
| xnor2_2 | 4 |
| nand2_4 | 3 |
==> worst max-delay path, stage by stage <==
cell,delay (ns)
buf_8,0.11
xor2_4,0.18
xor2_2,0.16
xnor2_2,0.21
clkinv_2,0.10
buf_6,0.13
ha_4,0.24
or4b_4,0.54
ha_4,0.26
nor4bb_4,0.31
nand3_2,0.14
nor3_4,0.16
o41ai_4,0.12
nor3_2,0.19
mux2_4,0.32
buf_2,0.11
==> power groups by stage <==
stage,Combinational [mW],Sequential [mW],Clock [mW]
after CTS,1.16,0,0
after global routing,1.41,0,0
final,1.31,0,0
==> per-stage QoR <==
stage / TNS [ns] / power [mW] / instances
2_1_floorplan: -5.386 / 0.6349 / 156
3_3_place_gp: -14.31 / 0.9616 / 287
3_5_place_dp: -14.08 / 0.9558 / 287
4_1_cts: -6.122 / 1.159 / 301
5_1_grt: -7.460 / 1.405 / 304
6_report: -6.184 / 1.313 / 304
==> worst max-delay path by stage <==
stage        endpoint  slack [ns]  depth (start not counted)
6_report  data_out[3]       -0.84                         16
5_1_grt   data_out[3]       -1.02                         22
4_1_cts   data_out[0]       -0.96                         17
==> routing by layer <==
| metal | wire length [um] | GRT usage, % |
|---|---|---|
| met5 | 0 | 0 |
| met4 | 32 | 0.6631 |
| met3 | 155 | 0.7544 |
| met2 | 2184 | 18.46 |
| met1 | 2314 | 15.34 |
==> final cells by class <==
| type | count | area (um2) | share of cell area [%] |
|---|---|---|---|
| Tap cell | 67 | 83.83 | 3.413 |
| Timing Repair Buffer | 89 | 710.7 | 28.94 |
| Inverter | 10 | 43.79 | 1.783 |
| Multi-Input combinational cell | 138 | 1618 | 65.87 |
==> what timing repair did <==
item                                   4_1_cts  5_1_grt
gates resized                               99       29
endpoints found under the hold margin        0        0
pin swaps                                   32       24
setup buffers                               15        3
setup endpoints to repair                   10        8
==> cell families (layout without fill, tap and decap cells) <==
family | Yosys count | count (layout) | share of synthesized area, %
XOR/XNOR | 25 | 25 | 26.79
multiplexers | 9 | 9 | 8.341
AND-OR/OR-AND | 37 | 37 | 22.67
adder cells (fa/ha/maj) | 10 | 10 | 9.814
AND/OR/NAND/NOR | 57 | 57 | 25.32
buffers and inverters | 18 | 99 | 7.065
Power figures rest on the tool's default switching activity, not on a simulated workload.
