==> /design/flow/design.v <==
`timescale 1ns / 1ps
module hamming_encoder(
    input [7:0] data_in,    
    output [12:0] code_out   
);
    wire p1, p2, p4,p8;   
    wire p0;
    assign p1 = data_in[0] ^ data_in[1] ^ data_in[3] ^ data_in[4] ^ data_in[6];
    assign p2 = data_in[0] ^ data_in[2] ^ data_in[3] ^ data_in[5] ^ data_in[6];
    assign p4 = data_in[1] ^ data_in[2] ^ data_in[3] ^ data_in[7];
    assign p8 = data_in[4] ^ data_in[5] ^ data_in[6] ^ data_in[7];
    assign p0=p1^p2^data_in[0]^p4^data_in[1]^data_in[2]^data_in[3]^p8^data_in[4]^data_in[5]^data_in[6]^data_in[7];
    assign code_out = {p0, data_in[7],data_in[6],data_in[5],data_in[4],p8,data_in[3],data_in[2],data_in[1],p4,data_in[0],p2,p1};
endmodule
==> /design/flow/run.sh <==
#!/bin/bash
# OpenROAD 26Q1-2900-gdf79404cd8, Yosys 0.63+post, stock flow scripts
make -C /OpenROAD-flow-scripts/flow DESIGN_CONFIG=/design/flow/config.mk WORK_HOME=/design/flow/orfs finish
==> /design/flow/config.mk <==
export PLATFORM = sky130hd
export DESIGN_NAME = hamming_encoder
export DESIGN_NICKNAME = hamming_encoder
export VERILOG_FILES = /design/flow/design.v
export SDC_FILE = /design/flow/constraint.sdc
export NUM_CORES = 4
export LEC_CHECK = 1
export CORE_AREA = 10 10 70 70
export DIE_AREA = 0 0 80 80
==> /design/flow/constraint.sdc <==
current_design hamming_encoder

set clk_period 1.8
set clk_io_pct 0.2

create_clock -name clk0 -period $clk_period

set non_clock_inputs [all_inputs -no_clocks]
set_input_delay [expr $clk_period * $clk_io_pct] -clock clk0 $non_clock_inputs
set_output_delay [expr $clk_period * $clk_io_pct] -clock clk0 [all_outputs]
==> impl_report.txt <==
RUN METRICS
----------------------------------------------------
[Synthesis]
  Mean area per synthesized cell ........................ 9.86 um2
  Fraction of the mapped netlist area in simple logic gates ........................ 0%
  Comb area leader ........................ XOR/XNOR gates
  Library cell with the largest summed area after synthesis ........................ sky130_fd_sc_hd__buf_4
  Compound-cell area share of the yosys netlist ........................ 0%
  Post-synthesis instance area ........................ 246 um2
  Post-Synth XOR/XNOR Area ........................ 60.4%
  Instance count of the mapped netlist ........................ 25
  Mux share ........................ 0%
  Number of cells in Yosys stat ........................ 25
  Top area cell types ........................ sky130_fd_sc_hd__buf_4 (40%), sky130_fd_sc_hd__xnor2_1 (21%), sky130_fd_sc_hd__xnor3_2 (9.6%), sky130_fd_sc_hd__xnor3_1 (9.1%), sky130_fd_sc_hd__xor2_1 (7.1%)
  Distinct lib cells used ........................ 7
  Yosys warns ........................ 0
  Top cell type's share of synthesized area ........................ 39.6%
  Adder Share, Synth ........................ 0%
  Post-synth seq share ........................ 0%
  Total cell area reported by yosys after synthesis ........................ 246 um2

[Worst setup path]
  Critical path, cell by cell ........................ buf_8, xnor3_2, xor2_2, xnor3_1, clkbuf_2
  Crit path max-delay cell type ........................ sky130_fd_sc_hd__xnor3_2
  Max FO, Critical Path ........................ 3
  Type of destination of the critical path ........................ primary output
  Endpoint required time on the critical path ........................ 1.44 ns
  Start-to-end type of the worst setup path ........................ input pin to primary output
  Slowest Stage Delay on Critical Path ........................ 0.43 ns
  Cell family with most CP delay ........................ XOR/XNOR gates
  Crit path launch type ........................ input pin
  Arrival time of the worst setup path ........................ 1.43 ns
  Critical path buffer and inverter count ........................ 2

[Global route]
  Global-route usage over all layers ........................ 1.88%
  Vias in the first global route ........................ 199
  Leftover overflow at the end of global routing ........................ 0
  Antenna violations before repair ........................ 0
  Pin count of the biggest net entering global routing ........................ 4
  Wire length of the first global-routing pass ........................ 986 um

[Cells and area]
  Number of clock-tree buffers in the layout ........................ 0
  Total area of sequential cells ........................ 0 um2
  Number of fill cells ........................ 392
  Share of cells above drive strength 1 ........................ 52.4%
  Seq Cell Count ........................ 0
  Finished Core Util ........................ 14.8%
  Post-layout instance area ........................ 507 um2
  Synthesis-to-layout area growth ........................ 106%
  Combinational gate area ........................ 190 um2

[STA]
  Max-slew violation total from the final report ........................ 0
  Ratio of final minimum period to clock period ........................ 99.5%
  Final hold vios ........................ 0
  Slew margin rel. ........................ 84.6%
  Final setup violation count ........................ 0
  Setup repair after global routing missed its margin ........................ true
  Tmin final ........................ 1.79 ns
  Actual slew at the worst max-slew pin ........................ 0.231 ns
  Timing-limited maximum frequency ........................ 0.559 GHz

[Drt]
  Antenna cell count ........................ 0
  Post-route DRC ........................ 0
  Average vias per placed instance ........................ 2.20
  Antenna Violating Nets Remaining ........................ 0
  Post-Route WL ........................ 683 um
  Number of DRC markers after the initial detailed-route iteration ........................ 1
  Count of vias placed by the detailed router ........................ 194
  Wire length per cell after detailed routing ........................ 7.76 um
  First-pass detailed-route iteration total ........................ 2

[Floorplanning]
  Die area ........................ 6400 um2
  Die span in y ........................ 80 um
  Core Region ........................ 3420 um2
  Ports ........................ 21
  Horizontal die dimension ........................ 80 um
  Site row count ........................ 21
  Initial core utilization ........................ 7.22%

[Status]
  Outcome ........................ finished, final reports clean

[Hold path]
  HP Class ........................ input pin to primary output

[Flow run]
  Number of OpenROAD warnings ........................ 34
  Max Cap Violations ........................ 0

[Placed design]
  Final estimated routing congestion in global placement ........................ 0.763
  Cell area reported after detailed placement ........................ 469 um2
  Number of I/O port buffers ........................ 21

[Power and ir drop]
  Max VDD drop ........................ 0.0636 mV
  Power per Cell Area ........................ 354 nW/um2
  Leak Pwr ........................ 0.000225 uW

----------------------------------------------------
Yosys cell counts (all sizes together):
master  number
xnor3        2
buf         13
xor2         3
xnor2        7
metal layers:
| layer | track usage [%] | up-vias | part of all wire (%) |
|---|---|---|---|
| li1 | - | 101 | - |
| met4 | 0 | 0 | 0 |
| met5 | 0 | - | 0 |
| met1 | 1.93 | 81 | 33 |
| met3 | 0.795 | 0 | 18 |
| met2 | 3.61 | 12 | 49 |
area by class of cell:
type	count	area share, %
timing repair buffer	30	51.1
multi-input combinational	12	37.5
tap	46	11.4
power breakdown:
group / internal, uW / leakage, uW / switching, uW / total, uW
Clock: 0 / 0 / 0 / 0
Combinational: 128 / 0.000225 / 51.5 / 180
Sequential: 0 / 0 / 0 / 0
Total: 128 / 0.000225 / 51.5 / 180
cells by family after synthesis:
group     after synthesis
buf+inv                13
xor+xnor               12
stage by stage:
stage | worst slack (ns) | std cells | power (uW) | hold WS [ns] | setup TNS [ns]
global route | -0.0407 | 88 | 194 | 1.25 | -0.0407
detailed placement | -0.881 | 86 | 193 | 1.59 | -2.87
global placement | -0.876 | 86 | 193 | 1.59 | -2.85
finish | 0.00960 | 88 | 180 | 1.23 | 0
CTS | -0.175 | 86 | 172 | 1.28 | -0.175
floorplan | 0.0216 | 25 | 114 | 0.786 | 0
path summary, 6_finish.rpt:
path                  startpoint      endpoint  slack [ns]  cells past startpoint
worst max-delay path  data_in[3]  code_out[12]        0.01                      5
worst min-delay path  data_in[3]   code_out[3]        1.23                      4
repair_timing:
action                     in CTS  in global routing
pin swaps                       7                  3
cloned                          0                  0
setup endpoints to repair       8                  2
hold buffers                    0                  0
buffers inserted                1                  2
resized                        23                 11
placed cells by master, fill, tap and decap left out:
cell type / count
sky130_fd_sc_hd__xnor2_1: 3
sky130_fd_sc_hd__clkdlybuf4s15_2: 1
sky130_fd_sc_hd__buf_4: 10
sky130_fd_sc_hd__buf_8: 1
sky130_fd_sc_hd__xnor3_1: 1
sky130_fd_sc_hd__xor2_2: 2
sky130_fd_sc_hd__xnor2_2: 3
sky130_fd_sc_hd__xnor2_4: 1
sky130_fd_sc_hd__xor2_1: 1
sky130_fd_sc_hd__clkdlybuf4s50_1: 8
sky130_fd_sc_hd__dlygate4sd2_1: 6
sky130_fd_sc_hd__clkbuf_2: 3
sky130_fd_sc_hd__xnor3_2: 1
sky130_fd_sc_hd__clkdlybuf4s15_1: 1
Power is estimated from default activity; no workload was simulated.
