==> design.v <==
module memory#(parameter width=4, data_width=8)
               (input clk, write_enb,read_enb, reset,
                input [width-1:0]address, 
                input [data_width-1:0] data_in,
                output reg[data_width-1:0]data_out);
reg [data_width-1:0] DRAM_block [0:(1<<width)-1];  
always@(posedge clk or posedge reset)begin
    if(reset==1) data_out<={data_width{1'b0}};
  else if(write_enb && ! read_enb) begin DRAM_block[address]<=data_in; end
  else if(read_enb && !write_enb)
         data_out<=DRAM_block[address];
end
endmodule
==> run.sh <==
#!/bin/bash
# OpenROAD 26Q1-2900-gdf79404cd8, Yosys 0.63+post, stock flow scripts
make -C /OpenROAD-flow-scripts/flow DESIGN_CONFIG=/design/flow/config.mk WORK_HOME=/design/flow/orfs finish
==> config.mk <==
export PLATFORM = sky130hd
export DESIGN_NAME = memory
export DESIGN_NICKNAME = memory
export VERILOG_FILES = /design/flow/design.v
export SDC_FILE = /design/flow/constraint.sdc
export NUM_CORES = 4
export LEC_CHECK = 1
export CORE_UTILIZATION = 50
==> constraint.sdc <==
current_design memory

set clk_period 1.8
set clk_io_pct 0.2

create_clock -name clk0 -period $clk_period [get_ports {clk}]

set non_clock_inputs [all_inputs -no_clocks]
set_input_delay [expr $clk_period * $clk_io_pct] -clock clk0 $non_clock_inputs
set_output_delay [expr $clk_period * $clk_io_pct] -clock clk0 [all_outputs]
==> reports/metrics.csv <==
stage,metric,value,unit
clock_tree,clkSinkCount,136,
final_timing,setup_viol,0,
routing,drt-wirelength-per-cell,20.8,um
final_timing,skew,0.00684,ns
logic_synthesis,synthArstFlopShare,5.88,%
die,dieArea,0.0113,mm^2
clock_tree,cts_tree,done,
logic_synthesis,synth-edff-count,128,
logic_synthesis,yosysUniqueCellTypes,41,
logic_synthesis,synth_top_area_share,70.7,%
routing,wl,12500,um
logic_synthesis,most_common_cell,edfxtp_1,
routing,vias,3443,
critical_path,worst_ep_required_time,2.20,ns
pwr,leakage,2.39,nW
clock_tree,postCtsSetupRepairBufs,0,
critical_path,worst-path-max-fanout,19,
die,die_h,106,um
logic_synthesis,top_cells_by_area,"edfxtp_1 (71%), a22oi_1 (5.0%), dfrtp_1 (3.7%), o22ai_1 (2.0%), mux2_2 (1.5%)",
logic_synthesis,common_cells,"edfxtp_1 (128), a22oi_1 (36), nand2_1 (20)",
die,dieWidth,106,um
clock_tree,clock-root-buffer,clkbuf_8,
routing,drt_pre_antenna_iters,4,
clock_tree,clkLatencyLatePin,0.52,ns
critical_path,worstSetupPathType,in -> reg,
layout,fillers,696,
routing,diodes,0,
logic_synthesis,yosys_area,0.00544,mm^2
clock_tree,ctsHoldBuffers,0,
logic_synthesis,ys_cells,358,
clock_tree,cts_buffers,17,
die,io_pins,24,
final_timing,hold_viol_final,0,
pwr,peakVddDrop,0.661,mV
routing,ant_nets,0,
clock_tree,cts_htree_levels,4,
routing,vias_per_cell,5.75,
clock_tree,clkTransAtPathRegs,0.06,ns
clock_tree,cts_resized,0,
grt,antenna_found_initial,0,
job,warnings,27,
logic_synthesis,syn_area,0.00544,mm^2
logic_synthesis,top_area_cell,edfxtp_1,
final_timing,slew_viol_final,0,
final_timing,rsz0062_at_grt,yes,
layout,seq_area,0.00404,mm^2
final_timing,tightest_slew,0.471,ns
pwr,powerDensity,1090,mW/mm^2
logic_synthesis,ys_seq_share,74.4,%
grt,first_global_vias,3440,
critical_path,end_kind,register,
grt,grt_overflow,0,
run_status,outcome,finished clean,
routing,dr.first_iter.drc_count,227,
placement,port_buffers,23,
worst_hold_path,hold_class,in -> async,
routing,drc,0,
grt,grt_max_degree,24,
job,cap_violations,0,
placement,globalplace.congestion,0.904,
layout,comb_area,0.00131,mm^2
die,coreArea,0.0104,mm^2
logic_synthesis,syn-instance-count,358,
layout,drive_gt1_share,29.2,%
layout,syn2layout_area_growth,28.9,%
clock_tree,cts_buffer_depth,2,
die,fp-row-count,37,
die,fp_util,52.2,%
critical_path,start_kind,input port,
final_timing,relSlewSlack,68.5,%
logic_synthesis,syn_avg_cell_area,15.2,um^2
critical_path,crit_arrival,2.14,ns
layout,final_util,67.3,%
grt,grt_pass1_wl,19400,um
final_timing,finalCriticalPeriod,1.73,ns
final_timing,fmaxAchievable,0.577,GHz
grt,grtUsageTotal,26.1,%
logic_synthesis,numSynthFlops,136,
pwr,power,7.65,mW
logic_synthesis,yosys_warnings,2,
final_timing,period_used_share,96.3,%
placement,hpwl,8480,um
logic_synthesis,synth-main-ff-cell,edfxtp_1,
-- routing by layer --
layer	wire length [um]	global-route usage [%]	vias to the layer above
li1	-	-	1610
met1	5170	43.3	1679
met2	5980	38.0	140
met3	1120	10.2	14
met4	188	4.46	0
met5	0	0	-
-- power breakdown --
group / switching, mW / leakage (nW) / internal [mW]
Clock: 1.27 / 0.303 / 2.30
Combinational: 0.279 / 0.845 / 0.264
Sequential: 0.0230 / 1.24 / 3.51
Total: 1.57 / 2.39 / 6.08
-- worst paths after layout --
path                                         from     endpoint  slack, ns  cells after the start
worst min-delay path                        reset  data_out[1]       0.14                      2
min in group clk0                     data_out[2]  data_out[2]       0.54                      2
max in group asynchronous                   reset  data_out[0]       1.41                      2
worst max-delay path                   address[3]  data_out[7]       0.07                      8
worst min register to register        data_out[2]  data_out[2]       0.54                      2
worst max register to register  DRAM_block[10][0]  data_out[0]       0.35                      5
-- final cells by class --
type                    count  area share, %
repair buffers             96           12.2
clock buffers              19           6.16
well taps                 136           2.43
flip-flops and latches    136           57.7
multi-input cells         197           18.6
inverters                   2          0.107
clock inverters            13           2.77
-- worst max-delay path: stages --
cell and delay, ns:
clkdlybuf4s50_1 0.49, buf_12 0.19, and3b_1 0.27, a22oi_1 0.24, o22ai_1 0.15, a21oi_1 0.20
buf_4 0.17, a21oi_2 0.05
-- layout by cell type, fill, tap and decap left out, types with 5 or more instances in the layout --
cell	count
a21oi_1	7
a21oi_2	7
a22o_1	6
a22oi_1	35
buf_12	6
buf_4	67
clkbuf_16	16
clkdlybuf4s50_1	23
dfrtp_1	8
edfxtp_1	128
mux2_2	7
nand2_1	20
nand2b_1	6
nand3_1	6
nor2_1	15
nor2b_1	8
nor3_1	7
nor3b_1	5
o21ai_0	11
o22ai_1	17
or3_1	6
-- cells by family (layout without fill, tap and decap cells) --
| family | Yosys count | count (layout) | synth area share (%) |
|---|---|---|---|
| flops | 136 | 136 | 74.4 |
| compound gates | 96 | 96 | 12.4 |
| simple gates | 93 | 93 | 9.07 |
| buf+inv | 25 | 130 | 2.46 |
| mux | 8 | 8 | 1.63 |
-- flip-flops by register name (all words and copies together), names as in the netlist --
name        cells
DRAM_block    128
data_out        8
-- metrics by stage --
step	worst slack, ns	area, um^2	instances	hold WS (ns)	TNS [ns]
finish	0.0658	7010	599	0.138	0
floorplan	-0.126	5450	358	0.176	-5.71
CTS	0.0128	6970	599	0.124	0
global route	0.000899	7010	599	0.135	0
detailed placement	-0.538	6340	567	0.515	-37.01
global placement	-0.519	6340	567	0.505	-37.91
Power figures rest on the tool's default switching activity, not on a simulated workload.
